==> flow/config.mk <==
export PLATFORM = sky130hd
export DESIGN_NAME = Parallel_adder
export DESIGN_NICKNAME = Parallel_adder
export VERILOG_FILES = /design/flow/design.v
export SDC_FILE = /design/flow/constraint.sdc
export NUM_CORES = 4
export LEC_CHECK = 1
export CORE_AREA = 10 10 70 70
export DIE_AREA = 0 0 80 80
==> flow/constraint.sdc <==
current_design Parallel_adder

set clk_period 2.9
set clk_io_pct 0.2

create_clock -name clk0 -period $clk_period

set non_clock_inputs [all_inputs -no_clocks]
set_input_delay [expr $clk_period * $clk_io_pct] -clock clk0 $non_clock_inputs
set_output_delay [expr $clk_period * $clk_io_pct] -clock clk0 [all_outputs]
==> flow/design.v <==
`timescale 1ns / 1ps
module Full_Adder(a,b,c,sum,carry); 
    input a,b,c;
    output sum, carry;
	assign sum = (a^b^c);				
	assign carry = ((a&b)|(b&c)|(a&c));
endmodule
`timescale 1ns / 1ps
module Parallel_adder(A, B, Cin, Sum, Cout); 
	input [3:0]A;										
	input [3:0]B;
	input Cin;
	output[3:0]Sum;
	output Cout;
	wire temp1, temp2, temp3;
	Full_Adder fa1(A[0], B[0], Cin, Sum[0], temp1);
	Full_Adder fa2(A[1], B[1], temp1, Sum[1], temp2);
	Full_Adder fa3(A[2], B[2], temp2, Sum[2], temp3);
	Full_Adder fa4(A[3], B[3], temp3, Sum[3], Cout);
endmodule
==> flow/run.sh <==
#!/bin/bash
# OpenROAD 26Q1-2900-gdf79404cd8, Yosys 0.63+post, stock flow scripts
make -C /OpenROAD-flow-scripts/flow DESIGN_CONFIG=/design/flow/config.mk WORK_HOME=/design/flow/orfs finish
==> summary.txt <==
Flow results are below.

- The maximum clock frequency is 356.3 MHz, for reference.
- The number of global-route vias before repair is 122, for reference.
- For this design the static power due to leakage is 0.1407 nW.
- After detailed placement, the total cell area comes to 315.3 sq um.
- In the log, the iteration count for the first detailed-route pass is 1.
- Entering global routing, the biggest net connects 2 pins.
- For reference, the top cells by count after synthesis are sky130_fd_sc_hd__inv_1, sky130_fd_sc_hd__buf_4, sky130_fd_sc_hd__fa_1.
- The first-pass GRT wire length is 545 um, for reference.
- The most area-hungry cell type in the Yosys netlist is sky130_fd_sc_hd__fa_1, for reference.
- The start point of the worst hold path is Cin, for reference.
- Per the log, the first TritonRoute iteration ended with a DRC count of 0.
- The synthesized netlist was found by Yosys to have 18 cells.
- The transition time at the pin with the least slew margin is 104.6 ps, for reference.
- The power consumption is 46.03 uW, for reference.
- The worst pin sits at a relative slew slack of 93.05%.
- The initial cell density of the core is 4.322%, for reference.
- In this run the worst hold path is classified as input port to output pin.
- The area taken by flip-flops and latches is 0 sq um, for reference.
- The number of cell rows is 21, for reference.
- The initial antenna violation count is 0, for reference.
- Setup repair after global routing left no endpoint under its margin.
- In the final report, the number of hold violations comes to 0.
- The DRC violation count after routing is 0, for reference.
- The synthesized instance count is 18.
- The total overflow left after global routing is 0.
- Sorting the synthesis cell report by count puts at the top sky130_fd_sc_hd__inv_1.
- The number of failing setup endpoints in the final timing report is 0, for reference.
- VDD sags by at most 33.03 uV.
- Note, the detailed placer reported a final HPWL of 374.9 um.
- The clock buffers instantiated in the layout total 0.
- The critical path start-end classification is input port to output pin, for reference.
- STA classifies the critical path startpoint as an input port.
- The area added between synthesis and finish is 116.9%, for reference.
- Once layout is complete, the utilization of the core stands at 9.377%.
- The die is 80 um wide.
- Per the final report, max-transition violations number 0.
- Counting the warning lines in the Yosys log gives 0.
- The pre-CTS setup check shows a worst slack of -731.9 ps.
- The flow ran to the end, and the final reports show no timing, DRC or antenna violations.
- The summed area of non-filler cells in the final layout is 320.3 sq um, for reference.
- The tally of nets with antenna violations remaining after routing is 0, for reference.
- STA classifies the critical path endpoint as an output pin.
- In this run the count of I/O pins placed on the die edge is 14.
- The share of post-route cells with drive strength above 1 is 42.86%, for reference.
- The region available for standard cell placement spans 3416 sq um.
- The chip footprint is 6400 sq um, for reference.
- The final layout report lists a filler cell count of 401.
- The y dimension of the die is 80 um, for reference.
- The setup TNS after final layout is 0 ps, for reference.
- The top fanout value on the critical path is 1, for reference.
- The post-detailed-route via-to-cell ratio is 1.649, for reference.
- The worst hold path passes through 5 cells.
- The repair_antennas step left the layout with diodes totalling 0.
- The post-synth area from yosys stat is 147.6 sq um, for reference.
- The endpoint of the worst hold-timing path is Sum[0], for reference.
- Summed over all layers, the routed wires come to 397 um.
- The weighted congestion at the end of routability-driven global placement is 0.7577, for reference.
- The flow reported a cell area power density of 143.7 nW/um^2.
- Per the detail_route report, the via count comes to 122.
- The report counts max-capacitance violations totalling 0.
- The count of sequential standard cells is 0, for reference.
- Summing the sequential cell areas from Yosys gives 0% of the chip area.
- The worst setup margin is 93.05 ps, for reference.
- For reference, the top cells by area after synthesis are sky130_fd_sc_hd__fa_1, sky130_fd_sc_hd__inv_1, sky130_fd_sc_hd__buf_4.
- The total track usage is 1.090%, for reference.
- The synthesized area per cell is 8.202 sq um, for reference.
- The wire length per cell is 5.365 um, for reference.
- Of the post-synthesis cell area, the dominant cell type holds 54.24%.
- The smallest clock period supported by the final layout is computed as 2807 ps.
- The worst endpoint data arrival time is 2230 ps, for reference.
- The number of different library cells used by synthesis comes to 3.
- The number of hold buffers added after CTS is 0, for reference.
- The synthesized netlist occupies a cell area of 147.6 sq um.
- The count of buffers added on input and output ports is 14.
- The OpenROAD report gives the critical path a required time of 2320 ps.
- The portion of the clock cycle consumed by the worst path in the final layout is 96.79%, for reference.
- The number of warnings reported in the stage logs is 32.
## kinds of logic after synthesis
logic type	count (synthesis)	synth area share, %
fa+ha+maj	4	54.24
buf+inv	14	45.77
## area by class of cell
cell class	instances	area (sq um)	area share, %
repair buffers	14	135.1	42.19
multi-input cells	4	87.58	27.34
well taps	46	57.56	17.97
inverters	10	40.04	12.50
## how the worst max path moves through the flow
stage | start | endpoint | slack [ps] | cells after the start
5_1_grt | A[0] | Sum[3] | 3 | 10
6_report | B[0] | Sum[3] | 90 | 10
4_1_cts | Cin | Sum[3] | 4 | 10
## worst max-delay path, stage by stage
cell and delay [ps]:
sky130_fd_sc_hd__buf_6 90, sky130_fd_sc_hd__inv_2 50, sky130_fd_sc_hd__fa_2 180, sky130_fd_sc_hd__inv_2 40
sky130_fd_sc_hd__fa_2 350, sky130_fd_sc_hd__fa_2 340, sky130_fd_sc_hd__inv_2 60, sky130_fd_sc_hd__fa_1 390
sky130_fd_sc_hd__inv_1 60, sky130_fd_sc_hd__buf_2 80
## per-layer routing
layer / up-vias / track usage, % / routed length, um
li1: 60 / - / -
met1: 48 / 2.005 / 217
met2: 14 / 0.7223 / 69
met3: 0 / 0.9091 / 109
met4: 0 / 0 / 0
met5: - / 0 / 0
## power by group
part	switching, mW	internal (mW)
sequential	0	0
combinational	0.0154	0.0306
clock	0	0
total	0.0154	0.0306
## timing repair
item | CTS | global route
gates cloned | 0 | 0
pin swaps | 4 | 4
resized | 29 | 2
endpoints found under the hold margin | 0 | 0
buffers inserted | 0 | 0
setup endpoints to repair | 4 | 1
## cell usage in the layout, fill, tap and decap left out
master                            n
sky130_fd_sc_hd__clkdlybuf4s15_1  1
sky130_fd_sc_hd__clkdlybuf4s50_1  6
sky130_fd_sc_hd__inv_1            5
sky130_fd_sc_hd__dlygate4sd2_1    3
sky130_fd_sc_hd__buf_2            1
sky130_fd_sc_hd__inv_4            1
sky130_fd_sc_hd__fa_1             1
sky130_fd_sc_hd__buf_6            3
sky130_fd_sc_hd__fa_2             3
sky130_fd_sc_hd__inv_2            4
## stage by stage
stage	cells	hold WS, ps
floorplan	18	1377
global placement	74	2200
detailed placement	74	2205
CTS	74	1905
global route	74	1934
finish	74	1902
Power and IR drop assume default switching activity.

**flow/design.v**
```verilog
`timescale 1ns / 1ps
module Decoder3_8(output[7:0]output_line, input[2:0]input_line, Ena);
assign output_line[0] = ~input_line[2] & ~input_line[1] & ~input_line[0]&Ena;
assign output_line[1] = ~input_line[2] & ~input_line[1] & input_line[0]&Ena;
assign output_line[2] = ~input_line[2] & input_line[1] & ~input_line[0]&Ena;
assign output_line[3] = ~input_line[2] & input_line[1] & input_line[0]&Ena;
assign output_line[4] = input_line[2] & ~input_line[1] & ~input_line[0]&Ena;
assign output_line[5] = input_line[2] & ~input_line[1] & input_line[0]&Ena;
assign output_line[6] = input_line[2] & input_line[1] & ~input_line[0]&Ena;
assign output_line[7] = input_line[2] & input_line[1] & input_line[0]&Ena;
endmodule
`timescale 1ns / 1ps
module Decoder4x16(output_line,input_line, Ena);
	 output [15:0]output_line;
    input [3:0]input_line;
	 input Ena;
	 Decoder3_8 c1(output_line[7:0], input_line[2:0], ~input_line[3]&Ena);
	 Decoder3_8 c2(output_line[15:8], input_line[2:0], input_line[3]&Ena);
endmodule
```
**flow/run.sh**
```bash
#!/bin/bash
# OpenROAD 26Q1-2900-gdf79404cd8, Yosys 0.63+post, stock flow scripts
make -C /OpenROAD-flow-scripts/flow DESIGN_CONFIG=/design/flow/config.mk WORK_HOME=/design/flow/orfs finish
```
**flow/config.mk**
```make
export PLATFORM = sky130hd
export DESIGN_NAME = Decoder4x16
export DESIGN_NICKNAME = Decoder4x16
export VERILOG_FILES = /design/flow/design.v
export SDC_FILE = /design/flow/constraint.sdc
export NUM_CORES = 4
export LEC_CHECK = 1
export CORE_AREA = 10 10 70 70
export DIE_AREA = 0 0 80 80
```
**flow/constraint.sdc**
```tcl
current_design Decoder4x16

set clk_period 1.5
set clk_io_pct 0.2

create_clock -name clk0 -period $clk_period

set non_clock_inputs [all_inputs -no_clocks]
set_input_delay [expr $clk_period * $clk_io_pct] -clock clk0 $non_clock_inputs
set_output_delay [expr $clk_period * $clk_io_pct] -clock clk0 [all_outputs]
```
==> impl_metrics.sql <==
-- physical implementation figures
INSERT INTO impl_metrics (metric_group, metric, value, unit) VALUES
('clock_network', 'cts_hold_buf', '0', ''),
('final_timing', 'setup_slack', '0.1019', 'ns'),
('routing', 'drt_first_pass_iters', '3', ''),
('worst_setup_path', 'worst_setup_path_startpoint', 'input_line[3]', ''),
('hold_path', 'tightest_hold_check_type', 'input pin to output pin', ''),
('power_and_ir_drop', 'switching_power', '0.03972', 'mW'),
('worst_setup_path', 'arrival', '1.10', 'ns'),
('hold_path', 'hp-start', 'input_line[0]', ''),
('final_timing', 'unrepaired_setup_endpoints_after_global_routing', 'false', ''),
('final_timing', 'finalClockPeriodUsage', '93.21', '%'),
('power_and_ir_drop', 'total_leakage_power', '0.2643', 'nW'),
('place', 'hpwlAfterDp', '875.2', 'um'),
('place', 'place_congestion', '0.7074', ''),
('worst_setup_path', 'cp_max_fo', '6', ''),
('worst_setup_path', 'crit_type', 'input pin to output pin', ''),
('logic_synthesis', 'netlist_instances', '27', ''),
('logic_synthesis', 'largest_area_cell', 'sky130_fd_sc_hd__nor3_1', ''),
('place', 'place_worst_setup_slack', '-0.5561', 'ns'),
('final_layout', 'layout.core_utilization', '15.20', '%'),
('final_layout', 'post_route_cells_drive_above_1_share', '49.09', '%'),
('logic_synthesis', 'yosys_area', '181.4', 'um^2'),
('final_layout', 'sequential_cell_area', '0', 'um^2'),
('global_route', 'grt_start_max_net_pins', '7', ''),
('place', 'port-buffer-count', '21', ''),
('outcome', 'outcome', 'finished clean', ''),
('place', 'place_inst', '99', ''),
('floorplanning', 'die_h', '80', 'um'),
('floorplanning', 'io_pins', '21', ''),
('routing', 'route.detailed.drc', '0', ''),
('floorplanning', 'core_area', '0.003416', 'mm^2'),
('final_layout', 'final_cell_count_no_fill', '101', ''),
('final_layout', 'nClkBuffers', '0', ''),
('global_route', 'overflow', '0', ''),
('logic_synthesis', 'topCellsByArea', 'sky130_fd_sc_hd__nor3_1 17%, sky130_fd_sc_hd__nand2b_4 15%, sky130_fd_sc_hd__nor2_1 12%', ''),
('final_timing', 'final_max_slew_viol_count', '0', ''),
('routing', 'route.vias.total', '295', ''),
('routing', 'routed_wire_length_per_instance', '10.47', 'um'),
('logic_synthesis', 'ys_types', '13', ''),
('final_timing', 'finalSetupViolCount', '0', ''),
('power_and_ir_drop', 'combPwrFrac', '100.0', '%'),
('worst_setup_path', 'cp.required', '1.20', 'ns'),
('power_and_ir_drop', 'netSwitchingFraction', '42.59', '%'),
('floorplanning', 'core.rowCount', '21', ''),
('run', 'log.warning_count', '32', ''),
('routing', 'totalWireLength', '1057', 'um'),
('logic_synthesis', 'postSynthAreaPerCell', '6.719', 'um^2'),
('place', 'post_dp_cell_area', '498.0', 'um^2'),
('worst_setup_path', 'startpoint_type_of_the_worst_setup_path', 'input pin', ''),
('routing', 'insertedDiodeCount', '0', ''),
('global_route', 'number_of_antenna_violations_at_the_first_check_in_global_routing', '0', ''),
('global_route', 'grt_first_pass_wirelength', '1587', 'um'),
('logic_synthesis', 'cell_area_after_technology_mapping', '181.4', 'um^2'),
('final_timing', 'timing.hold.ws', '0.8715', 'ns'),
('final_timing', 'finalWorstPathRequiredPeriod', '1.398', 'ns'),
('floorplanning', 'chipWidth', '80', 'um'),
('power_and_ir_drop', 'power', '0.09327', 'mW'),
('routing', 'vias_per_cell', '2.921', ''),
('power_and_ir_drop', 'power.clock.fraction', '0', '%'),
('final_timing', 'relSlewSlack', '86.37', '%'),
('global_route', 'first_global_vias', '308', ''),
('power_and_ir_drop', 'seq_power_share', '0', '%'),
('run', 'max_cap_violations', '0', ''),
('final_timing', 'report.final.hold_viol_count', '0', ''),
('logic_synthesis', 'post_synth_most_frequent_cells', '6 x sky130_fd_sc_hd__nor2_1, 6 x sky130_fd_sc_hd__nor3_1', ''),
('power_and_ir_drop', 'powerDensity', '179.6', 'mW/mm^2'),
('floorplanning', 'fp.dieArea', '0.006400', 'mm^2'),
('power_and_ir_drop', 'power.internal', '0.05355', 'mW'),
('logic_synthesis', 'synth.yosys.num_cells', '27', ''),
('power_and_ir_drop', 'ir_drop', '43.45', 'uV'),
('final_timing', 'maxClockFrequency', '0.7152', 'GHz'),
('final_layout', 'area_delta_synth_final', '186.2', '%');
## cell families after synthesis
| kind of cell | Yosys count | synth area share, % |
|---|---|---|
| buffers and inverters | 2 | 8.962 |
| and+or+nand+nor | 25 | 91.04 |
## final timing paths
path                              to  slack (ns)  depth (start not counted)
worst max-delay path  output_line[1]        0.10                          5
worst min-delay path  output_line[0]        0.87                          3
## cell usage in the layout, fill, tap and decap left out
master                           n
sky130_fd_sc_hd__buf_12          1
sky130_fd_sc_hd__buf_2           4
sky130_fd_sc_hd__buf_4          10
sky130_fd_sc_hd__bufbuf_16       1
sky130_fd_sc_hd__dlygate4sd2_1  14
sky130_fd_sc_hd__nand2_2         1
sky130_fd_sc_hd__nand2_4         1
sky130_fd_sc_hd__nand2b_4        3
sky130_fd_sc_hd__nand3_1         2
sky130_fd_sc_hd__nand3b_1        2
sky130_fd_sc_hd__nor2_1          6
sky130_fd_sc_hd__nor3_1          4
sky130_fd_sc_hd__nor3_2          4
sky130_fd_sc_hd__nor4_2          2
## layout make-up
| cell class | instances | area, um^2 |
|---|---|---|
| repair buffers | 30 | 270.3 |
| well taps | 46 | 57.56 |
| multi-input cells | 25 | 191.4 |
| fillers | 402 | 2897 |
## routing by layer
layer,routed length (um),track usage [%],part of all wire (%),vias to the layer above
li1,-,-,-,151
met1,384,3.362,36,133
met2,519,5.859,49,11
met3,152,1.364,14,0
met4,0,0,0,0
met5,0,0,0,-
## worst max-delay path, stage by stage
cell	delay (ns)
sky130_fd_sc_hd__buf_2	0.13
sky130_fd_sc_hd__nand2b_4	0.15
sky130_fd_sc_hd__buf_4	0.14
sky130_fd_sc_hd__nor3_1	0.15
sky130_fd_sc_hd__dlygate4sd2_1	0.23
## power groups by stage
stage | registers (mW) | logic, mW | clock network [mW]
CTS | 0 | 0.0936 | 0
global route | 0 | 0.100 | 0
finish | 0 | 0.0933 | 0
## timing repair
| item | CTS | global route |
|---|---|---|
| resized | 49 | 0 |
| buffers inserted | 1 | 0 |
| endpoints found under the setup margin | 16 | 0 |
Power figures rest on the tool's default switching activity, not on a simulated workload.

==> ./design.v <==
`timescale 1ns / 1ps
module CLA(A, B, Cin, Cout, Sum);
		input [3:0]A;
		input [3:0]B;
		input Cin;
		output Cout;
		output [3:0]Sum;
		wire t1, t2, t3;
		assign t1 = ((A[0]&B[0])|(B[0]&Cin)|(A[0]&Cin));
		assign t2 = ((A[1]&B[1])|(B[1]&t1)|(A[1]&t1));
		assign t3 = ((A[2]&B[2])|(B[2]&t2)|(A[2]&t2));
	Full_Adder fa1(A[0], B[0], Cin, Sum[0]);
	Full_Adder fa2(A[1], B[1], t1, Sum[1]);
	Full_Adder fa3(A[2], B[2], t2, Sum[2]);
	Full_Adder fa4(A[3], B[3], t3, Sum[3], Cout);
endmodule
`timescale 1ns / 1ps
module Full_Adder(a,b,c,sum,carry); 
    input a,b,c;
    output sum, carry;
	assign sum = (a^b^c);				
	assign carry = ((a&b)|(b&c)|(a&c));
endmodule
==> ./run.sh <==
#!/bin/bash
# OpenROAD 26Q1-2900-gdf79404cd8, Yosys 0.63+post, stock flow scripts
make -C /OpenROAD-flow-scripts/flow DESIGN_CONFIG=/design/flow/config.mk WORK_HOME=/design/flow/orfs finish
==> ./config.mk <==
export PLATFORM = sky130hd
export DESIGN_NAME = CLA
export DESIGN_NICKNAME = CLA
export VERILOG_FILES = /design/flow/design.v
export SDC_FILE = /design/flow/constraint.sdc
export NUM_CORES = 4
export LEC_CHECK = 1
export CORE_AREA = 10 10 70 70
export DIE_AREA = 0 0 80 80
==> ./constraint.sdc <==
current_design CLA

set clk_period 2.2
set clk_io_pct 0.2

create_clock -name clk0 -period $clk_period

set non_clock_inputs [all_inputs -no_clocks]
set_input_delay [expr $clk_period * $clk_io_pct] -clock clk0 $non_clock_inputs
set_output_delay [expr $clk_period * $clk_io_pct] -clock clk0 [all_outputs]
==> ci_impl_report.md <==
## Implementation flow summary

| Metric | Value |
|---|---|
| Via total after detailed routing | about 120 |
| Period Utilization, post-route | 114.9% |
| Actual slew at the worst max-slew pin | 0.1099 ns |
| Post-synthesis instance total | 18 |
| First-pass GRT wire length | 696 microns |
| List of cells traversed by the critical path | buf_6, inv_4, fa_2, inv_2, fa_2, fa_2, inv_2, fa_1, inv_1, buf_2 |
| Final std cells w/o fill | 74 |
| Outcome | finished, violations left |
| Worst Hold Class | input pin to output pin |
| Critical path destination | Sum[3] |
| Worst setup path start | Cin |
| Number of warnings reported in the yosys synthesis log | 0 |
| I/O Buffers | 14 |
| Number of distinct standard cells referenced by the synthesized netlist | 3 |
| Post-synthesis average cell area | 8.202 sq um |
| Dpl cells | 74 |
| Final number of max-transition violations | 0 |
| Worst Min Path Start | B[1] |
| Area taken by flip-flops and latches | 0 sq um |
| Crit path max-delay cell type | fa_1 |
| Sequential-to-total area share from yosys stat | 0% |
| Failing checks | setup timing |
| Antenna violations before repair | 0 |
| Most used cells in the layout excluding fill and tap cells | inv_1, clkdlybuf4s50_1 |
| All-layer global routing usage | 1.439% |
| Family with the most delay on the worst path | adder cells |
| Worst ir drop on vdd | about 21 uV |
| Vert. Die Dim | ~80 microns |
| Element type at the critical path end | output pin |
| Highest achievable clock rate | 0.3957 GHz |
| Ratio of cells with drive above 1 in the final layout | 50.00% |
| Flops | 0 |
| Count of max-cap constraint violations | 0 |
| Cell repeated most along the worst path | fa_2 |
| Filler cell count in the final layout | ~400 |
| Iter 0 DRT Violations | 0 |
| Total power consumption of the routed design | 0.05868 mW |
| P_leak | around 0.14 nW |
| Final setup violating endpoints | 2 |
| Data required time of the worst path | 1.76 ns |
| Routed length per placed instance | approximately 6.8 microns |
| Fin crit period | 2.527 ns |
| # Cells Yosys | 18 |
| Synthesized area | 147.6 sq um |
| Number of OpenROAD warnings | 35 |
| Maximum number of pins on one net before global-route repair | 2 |
| Number of core rows | 21 |
| Post-CTS setup-driven buffer insertion count | 0 |
| Yosys Chip Area | 147.6 sq um |
| Die span in x | 80 microns |
| Worst slew slack as a fraction of its limit | 92.65% |
| Startpoint types | input pin |
| Number of hold violations in the final report | 0 |
| Global placer's final weighted congestion | approximately 0.66 |
| Fp util | 4.322% |
| Post-detailed-route DRC marker count | 0 |
| Critical path buffers and inverters | 6 |
| RSZ-0062 raised after global routing | yes |
| Top fanout value on the critical path | 1 |
| Place WS | -1.061 ns |
| Worst-case setup margin in the final layout | -0.3274 ns |
| Routed vias/inst | 1.662 |
| Half-perimeter wire length after detailed placement | around 510 microns |
| Antenna diode count | 0 |
| First drt pass iteration count | 1 |
| Total detailed-routing wirelength | ~500 microns |
| Vias in the first global route | 135 |
| Number of logic stages on the critical path including buffering | 10 |
| Total Die Area | 6400 sq um |
| Count of antenna-violating nets left after detailed routing | 0 |
| Worst setup path category | input pin to output pin |
| Count of boundary I/O pins | 14 |
| Area added between synthesis and finish | 111.9% |
| P per Cell Area | 187.6 nW/um^2 |
| Biggest cell delay along the critical path | 0.40 ns |
| Overflow left after global routing | 0 |
| Core Box Area | between 3000 and 4000 sq um |
| Number of clock buffers in the layout | 0 |
| Endpoint arrival time on the critical path | 2.09 ns |
through the flow:
step | utilization [%] | setup TNS [ns] | hold WS (ns) | instance area, sq um
finish | 9.158 | -0.4570 | 1.513 | 312.8
global route | 9.158 | -0.6301 | 1.562 | 312.8
CTS | 9.267 | -0.7803 | 1.511 | 316.6
detailed placement | 9.377 | -3.580 | 1.959 | 320.3
global placement | 9.377 | -3.511 | 1.957 | 320.3
floorplan | - | -0.1821 | 1.107 | 152.6
how the worst min path moves through the flow:
stage / end / slack, ns / cells after the start
4_1_cts: Sum[1] / 1.51 / 3
5_1_grt: Sum[1] / 1.56 / 3
6_report: Sum[1] / 1.51 / 3
synthesized netlist by cell type:
cell type / number / area, sq um
fa_1: 4 / 80.08
buf_4: 4 / 30.03
inv_1: 10 / 37.54
per-layer routing:
metal	vias to the layer above	share of wire (%)	GRT usage (%)
met1	56	34	1.404
li1	60	-	-
met4	0	0	0
met3	0	20	1.250
met2	7	46	2.408
met5	-	0	0
power by group:
part / internal (mW) / switching (mW) / leakage (nW)
Sequential: 0 / 0 / 0
Combinational: 0.0375 / 0.0212 / 0.141
Clock: 0 / 0 / 0
Total: 0.0375 / 0.0212 / 0.141
layout make-up:
type | instances | area [sq um] | area share, %
Multi-Input combinational cell | 4 | 87.58 | 28.00
Tap cell | 46 | 57.56 | 18.40
Timing Repair Buffer | 14 | 125.1 | 40.00
Inverter | 10 | 42.54 | 13.60
kinds of logic after synthesis:
logic type               synth area share [%]
adder cells (fa/ha/maj)                 54.24
buffers and inverters                   45.77
tightest hold or removal path, stage by stage:
cell	delay [ns]
dlygate4sd2_1	0.22
fa_2	0.20
dlygate4sd2_1	0.21
what timing repair did:
action,CTS,global route
hold buffers,0,0
pin swaps,4,3
gates resized,31,2
setup endpoints to repair,5,3
Power and IR drop assume default switching activity.
